### /design/flow/run.sh
#!/bin/bash
# OpenROAD 26Q1-2900-gdf79404cd8, Yosys 0.63+post, stock flow scripts
make -C /OpenROAD-flow-scripts/flow DESIGN_CONFIG=/design/flow/config.mk WORK_HOME=/design/flow/orfs finish
### /design/flow/config.mk
export PLATFORM = sky130hd
export DESIGN_NAME = cordicMagPh
export DESIGN_NICKNAME = cordicMagPh
export VERILOG_FILES = /design/flow/design.v
export SDC_FILE = /design/flow/constraint.sdc
export NUM_CORES = 4
export LEC_CHECK = 1
export CORE_UTILIZATION = 30
export SYNTH_HDL_FRONTEND = slang
### /design/flow/constraint.sdc
current_design cordicMagPh

set clk_period 10.9
set clk_io_pct 0.2

create_clock -name clk0 -period $clk_period [get_ports {clk}]

set non_clock_inputs [all_inputs -no_clocks]
set_input_delay [expr $clk_period * $clk_io_pct] -clock clk0 $non_clock_inputs
set_output_delay [expr $clk_period * $clk_io_pct] -clock clk0 [all_outputs]
### /design/flow/design.v
module cordicMagPh
   #(parameter string CORDIC_TYPE = "SERIAL",      
               int    N        = 13,               
               int    XY_WIDTH = 18)               
    (input  logic                           clk,
     input  logic                           reset,  
     input  logic                           st,     
     input  logic signed [XY_WIDTH - 1 : 0] xin,    
     input  logic signed [XY_WIDTH - 1 : 0] yin,    
     output logic                           rdy,    
     output logic        [XY_WIDTH - 1 : 0] mag,    
     output logic signed [XY_WIDTH + 1 : 0] ph);    
    generate
        if (CORDIC_TYPE == "SERIAL") begin  
            cordicMagPhSerial
               #(.N       (N       ),
                 .XY_WIDTH(XY_WIDTH))
            cordicMagPhSerialInst
                (.clk  (clk  ),
                 .reset(reset),
                 .st   (st   ),
                 .xin  (xin  ),
                 .yin  (yin  ),
                 .rdy  (rdy  ),
                 .mag  (mag  ),
                 .ph   (ph   ));
        end else begin
            initial begin
                $error("Not correct parameter CORDIC_TYPE.");
            end
        end
    endgenerate
endmodule
module cordicMagPhSerial
   #(parameter int N,         
               int XY_WIDTH)  
    (input  logic                           clk,
     input  logic                           reset,    
     input  logic                           st,       
     input  logic signed [XY_WIDTH - 1 : 0] xin,      
     input  logic signed [XY_WIDTH - 1 : 0] yin,      
     output logic                           rdy,      
     output logic        [XY_WIDTH - 1 : 0] mag,      
     output logic signed [XY_WIDTH + 1 : 0] ph);      
    localparam N_WIDTH = $clog2(N);
    logic signed [XY_WIDTH + 1 : 0] x, y, z;
    logic        [N_WIDTH  - 1 : 0] ni;       
    logic                           qrt;      
    logic signed [XY_WIDTH + 1 : 0] xShift, yShift;
    logic        [XY_WIDTH - 2 : 0] atan;
    logic signed [XY_WIDTH + 1 : 0] zCnv;
    logic         [XY_WIDTH : 0] a;
    logic [2 * XY_WIDTH - 1 : 0] r;
    enum int unsigned {ST0, ST1, ST2, ST3} state;   
localparam logic [63 : 0] atanLUTlong [64] = '{
      64'd2305843009213693952,
      64'd1361218612134873344,
      64'd719230530580881024,
      64'd365092647525521984,
      64'd183254791493294816,
      64'd91716730292036224,
      64'd45869556482713136,
      64'd22936177926750896,
      64'd11468263948075832,
      64'd5734153847876408,
      64'd2867079658191484,
      64'd1433540170878135,
      64'd716770128161890,
      64'd358385069421298,
      64'd179192535378193,
      64'd89596267772540,
      64'd44798133896700,
      64'd22399066949654,
      64'd11199533474990,
      64'd5599766737515,
      64'd2799883368760,
      64'd1399941684380,
      64'd699970842190,
      64'd349985421095,
      64'd174992710548,
      64'd87496355274,
      64'd43748177637,
      64'd21874088818,
      64'd10937044409,
      64'd5468522205,
      64'd2734261102,
      64'd1367130551,
      64'd683565276,
      64'd341782638,
      64'd170891319,
      64'd85445659,
      64'd42722830,
      64'd21361415,
      64'd10680707,
      64'd5340354,
      64'd2670177,
      64'd1335088,
      64'd667544,
      64'd333772,
      64'd166886,
      64'd83443,
      64'd41722,
      64'd20861,
      64'd10430,
      64'd5215,
      64'd2608,
      64'd1304,
      64'd652,
      64'd326,
      64'd163,
      64'd81,
      64'd41,
      64'd20,
      64'd10,
      64'd5,
      64'd3,
      64'd1,
      64'd1,
      64'd0};
localparam logic [63 : 0] coefdLUTlong [26] = '{
      64'd3260954456333195264,
      64'd2916686334356757504,
      64'd2829601372552588288,
      64'd2807750841902562304,
      64'd2802282967498353152,
      64'd2800915666627739136,
      64'd2800573820569637376,
      64'd2800488357751430656,
      64'd2800466991965381120,
      64'd2800461650513774592,
      64'd2800460315150554624,
      64'd2800459981309729792,
      64'd2800459897849522176,
      64'd2800459876984470016,
      64'd2800459871768206848,
      64'd2800459870464141312,
      64'd2800459870138124800,
      64'd2800459870056620544,
      64'd2800459870036244480,
      64'd2800459870031150592,
      64'd2800459870029877248,
      64'd2800459870029558784,
      64'd2800459870029479424,
      64'd2800459870029459456,
      64'd2800459870029454336,
      64'd2800459870029453312};
    localparam int PKG_WIDTH = XY_WIDTH + 1;
typedef logic [PKG_WIDTH - 3 : 0] atanType [N];
localparam atanType atanLUTshort = atanInit();
function atanType atanInit();
    for (int i = 0; i < N; i ++)
        atanInit[i] = atanLUTlong[i][61 -: PKG_WIDTH - 2];
endfunction
localparam int COEFD_LUT_LONG_SIZE = $size(coefdLUTlong, 1);
localparam logic [PKG_WIDTH - 3 : 0] coefd =
    (N - 1 > COEFD_LUT_LONG_SIZE - 1) ? coefdLUTlong[COEFD_LUT_LONG_SIZE - 1][61 -: PKG_WIDTH - 2]:
                                        coefdLUTlong[N - 1][61 -: PKG_WIDTH - 2];
function logic [PKG_WIDTH - 1 : 0] signalSaturate(input logic [PKG_WIDTH - 1 : 0] x);
    if (x[PKG_WIDTH - 1 : PKG_WIDTH - 2] == 2'b01) begin
        signalSaturate = {2'b01, {(PKG_WIDTH - 2){1'b0}}};
    end else if (x[PKG_WIDTH - 1 : PKG_WIDTH - 2] == 2'b10) begin
        signalSaturate = {2'b11, {(PKG_WIDTH - 2){1'b0}}};
    end else begin
        signalSaturate = x;
    end
endfunction
    always_ff @(posedge clk, posedge reset)
    if (reset) begin
        rdy   <= 1'b0;
        x     <= '0;
        y     <= '0;
        z     <= '0;
        ni    <= '0;
        qrt   <= 1'b0;
        state <= ST0;
    end else begin
        if (st) begin  
            rdy <= 1'b0;         
            if (xin < 0) begin
                x   <= -xin;
                qrt <= 1'b1;
            end else begin  
                x   <= xin;
                qrt <= 1'b0;
            end
            y <= yin;
            state <= ST1;
        end else begin
            case (state)
                ST0: begin
                    rdy <= 1'b1;
                end
                ST1: begin
                    if (y == 0) begin  
                        rdy <= 1'b1;
                        if (~qrt) begin  
                            z <= '0;
                        end else begin
                            z <= {2'b01, {XY_WIDTH{1'b0}}};  
                        end
                        state <= ST0;  
                    end else begin  
                        if (y < 0) begin
                            x <= x - y;
                            y <= y + x;
                            z <= -atan;
                        end else begin
                            x <= x + y;
                            y <= y - x;
                            z <= atan;
                        end                  
                        ni    <= ni + 1'd1;                  
                        state <= ST2;
                    end
                end
                ST2: begin
                    if (y < 0) begin
                        x <= x - yShift;
                        y <= y + xShift;
                        z <= z - atan;
                    end else begin  
                        x <= x + yShift;
                        y <= y - xShift;
                        z <= z + atan;
                    end
                    if (ni < N - 1) begin  
                        ni    <= ni + 1'd1;
                        state <= ST2;
                    end else begin
                        ni    <= '0;
                        state <= ST3;
                    end                  
                end
                ST3: begin    
                    rdy   <= 1'b1;
                    x     <= {1'b0, r[2 * XY_WIDTH - 1 : XY_WIDTH - 1]};
                    z     <= zCnv;
                    state <= ST0;
                end
            endcase
        end
   end
    assign xShift = x >>> ni;
    assign yShift = y >>> ni;
    assign atan   = atanLUTshort[ni];   
    always_comb begin
        if (x >= 0) begin
            a = x[XY_WIDTH : 0];
        end else begin
            a = '0;
        end
        r = a * coefd;
    end   
    always_comb begin      
        zCnv = {z[XY_WIDTH + 1], signalSaturate(z[XY_WIDTH : 0])};     
        if (~qrt) begin  
            zCnv = zCnv;
        end else begin     
            if (zCnv >= 0) begin
                zCnv = {2'b01, {XY_WIDTH{1'b0}}} - zCnv;  
            end else begin
                zCnv = {2'b11, {XY_WIDTH{1'b0}}} - zCnv;  
            end
        end      
    end
    assign mag = x[XY_WIDTH - 1 : 0];
    assign ph  = z;
endmodule
==> metrics.cfg <==
[route]
drc=0
drtAntennaViolNets=0
antenna_cells=0
via_count=17780
wire_per_inst_microns=19.88
drt_first_pass_iters=5
drt_iter0_drc=1389
vias_per_cell=5.432
routed_wl_microns=65080

[timing]
tns_ps=0
worst_pin_slew_ps=907.7
slew_violations=0
fin_crit_sh_pct=67.77
skew_ps=10.45
hold_violations=0
min_period_ps=7387
fmax_mhz=135.4
setup_viol=0
slew_headroom_pct=39.12
whs_ps=519.9
rsz0062_at_grt=no

[grt]
grt_antenna_before_repair=0
grt_max_degree=73
grt_pass1_vias=17320
grt-ovfl-total=0
grt_use_total_pct=20.61
grt_pass1_wl_microns=103200

[synth]
adder_share_pct=29.56
post_synth_num_cell_types=89
netlist_instances=2412
top_cells_by_area=ha_1 17%, fa_1 13%, dfrtp_1 8.9%
yosysMostFrequentCell=inv_1
synth.mux.area_fraction_pct=8.054
synth_stat.cells=2412
ys.flop_type=dfrtp_1
ys_warn_count=0
netlist_logic_family_top=adder cells
common_cells=301 x inv_1, 257 x ha_1, 171 x a21oi_1
synth-edff-count=0
avgSynthCellArea_sq_um=8.077
syn-cell-area_sq_mm=0.01948
ys_sh_aoi_pct=22.36
top_area_cell=ha_1
synth.top_cell.area_share_pct=16.51
ys_seq_share_pct=8.998
synthSimpleGateAreaFrac_pct=14.89
ys.flops=70
ys_sh_xor_pct=7.193
yosys-stat-area_sq_mm=0.01948
async_reset_ff_share_pct=100.0

[place]
placed_cells=3259
dp_hpwl_microns=51460
gp_congestion=0.9823
portBuffers=77

[final_layout]
seq_area_sq_mm=0.001760
final-instance-count-excl-fill=3273
fillers=6658
drive_above_1_share_pct=6.741
fin_util_pct=33.20
syn2layout_area_growth_pct=9.653
comb_area_sq_mm=0.01598

[run_status]
outcome=complete, no violations

[clocking]
cts_tree=built
cts-buffers-inserted=9
cts_sinks=70
clkLatencyLatePin_ps=370
postCtsHoldBufs=0
cts_setup_buffers=0
clk_path_buf_depth=2
cts_max_level=3
cts_root_buf=clkbuf_16
ctsResizeCount=0
cts.clk_slew.worst_paths_ps=60

[floorplan]
rows=93
die_x_microns=256.8
core_sq_mm=0.06435
dieArea_sq_mm=0.06596
io_pins=78
fp.dieH_microns=256.8
fp-utilization_pct=30.27

[setup_path]
arrival_ps=7650
path_class=reg -> reg
cp-start-kind=flip-flop
cp-end-kind=flip-flop
cp_max_fo=45
cp.required_ps=11160

[flow_run]
maxCapViolations=0
log.warning_count=69

[worst_hold_path]
hold_class=reg -> reg

worst max-delay path: stages, from the launching register on:
cell	delay [ps]
dfrtp_1	320
buf_4	400
nand2b_1	390
fa_1	500
fa_1	510
inv_1	50
fa_1	510
fa_1	430
fa_1	540
inv_1	50
fa_1	530
inv_1	40
ha_1	280
a21o_1	110
a211o_1	160
o22a_1	140
o311ai_1	90
buf_4	170
nor4_1	650
nor2_1	170
o31ai_1	520
a31oi_1	170
xor2_1	160
a311o_1	350
sequential cells by signal, indices dropped and copies added (netlist names):
signal                               flops
genblk1.cordicMagPhSerialInst.rdy        1
genblk1.cordicMagPhSerialInst.x         20
genblk1.cordicMagPhSerialInst.ph        20
genblk1.cordicMagPhSerialInst.ni         4
genblk1.cordicMagPhSerialInst.y         20
genblk1.cordicMagPhSerialInst.state      4
genblk1.cordicMagPhSerialInst.qrt        1
cell usage in the layout, fill, tap and decap left out, drive strengths merged, types with 23 or more instances in the layout:
| master | count |
|---|---|
| o21ai | 149 |
| nor2b | 23 |
| o211ai | 25 |
| nand3 | 38 |
| a31oi | 32 |
| a21oi | 171 |
| xnor2 | 94 |
| dfrtp | 69 |
| mux4 | 44 |
| nor2 | 148 |
| nand2 | 168 |
| nand2b | 47 |
| a21o | 49 |
| xor2 | 66 |
| buf | 48 |
| fa | 127 |
| ha | 257 |
| inv | 300 |
| o21bai | 23 |
| nor3 | 53 |
| o31ai | 28 |
| clkdlybuf4s50 | 76 |
| mux2i | 36 |
logic make-up after synthesis:
logic type | Yosys count
AND-OR/OR-AND | 669
XOR/XNOR | 160
adder cells (fa/ha/maj) | 384
buffers and inverters | 438
flip-flops | 70
multiplexers | 99
AND/OR/NAND/NOR | 592
metal layers:
| metal | GRT usage [%] | vias to the layer above | wire length [microns] |
|---|---|---|---|
| li1 | - | 8549 | - |
| met1 | 28.97 | 8433 | 28320 |
| met2 | 31.10 | 694 | 28720 |
| met3 | 6.247 | 103 | 5902 |
| met4 | 5.489 | 0 | 2138 |
| met5 | 0 | - | 0 |
final cells by class:
cell class / instances / share of cell area [%]
Sequential cell: 70 / 8.241
Multi-Input combinational cell: 1904 / 74.83
Inverter: 306 / 5.383
Timing Repair Buffer: 124 / 5.236
Tap cell: 855 / 5.008
Clock inverter: 4 / 0.2343
Clock buffer: 10 / 1.072
through the flow:
step	instance area, sq um	setup slack [ps]
finish	21360	3513
global route	21360	2911
CTS	21360	3521
detailed placement	21080	3532
global placement	21080	3617
floorplan	19480	3776
path summary, 6_finish.rpt:
kind,cells past startpoint,slack (ps),to,startpoint
max,23,3510,genblk1.cordicMagPhSerialInst.x[18],genblk1.cordicMagPhSerialInst.x[19]
min,2,520,genblk1.cordicMagPhSerialInst.state[0],genblk1.cordicMagPhSerialInst.state[0]
max reg2reg,23,3510,genblk1.cordicMagPhSerialInst.x[18],genblk1.cordicMagPhSerialInst.x[19]
min reg2reg,2,520,genblk1.cordicMagPhSerialInst.state[0],genblk1.cordicMagPhSerialInst.state[0]
max in group asynchronous,4,7680,genblk1.cordicMagPhSerialInst.y[19],reset
min in group asynchronous,3,2320,genblk1.cordicMagPhSerialInst.ph[18],reset
