`run.sh`:
```
#!/bin/bash
# OpenROAD 26Q1-2900-gdf79404cd8, Yosys 0.63+post, stock flow scripts
make -C /OpenROAD-flow-scripts/flow DESIGN_CONFIG=/design/flow/config.mk WORK_HOME=/design/flow/orfs finish
```
`config.mk`:
```
export PLATFORM = sky130hd
export DESIGN_NAME = cordicCosSin
export DESIGN_NICKNAME = cordicCosSin
export VERILOG_FILES = /design/flow/design.v
export SDC_FILE = /design/flow/constraint.sdc
export NUM_CORES = 4
export LEC_CHECK = 1
export CORE_UTILIZATION = 40
export SYNTH_HDL_FRONTEND = slang
```
`constraint.sdc`:
```
current_design cordicCosSin

set clk_period 8.9
set clk_io_pct 0.2

create_clock -name clk0 -period $clk_period [get_ports {clk}]

set non_clock_inputs [all_inputs -no_clocks]
set_input_delay [expr $clk_period * $clk_io_pct] -clock clk0 $non_clock_inputs
set_output_delay [expr $clk_period * $clk_io_pct] -clock clk0 [all_outputs]
```
`design.v`:
```
module cordicCosSin
   #(parameter string CORDIC_TYPE = "SERIAL",   
               int    N           = 13,         
               int    PHI_WIDTH   = 18)         
    (input  logic                            clk,
     input  logic                            reset,    
     input  logic                            st,       
     input  logic        [PHI_WIDTH - 1 : 0] phi,      
     output logic                            rdy,      
     output logic signed [PHI_WIDTH - 1 : 0] cos,
     output logic signed [PHI_WIDTH - 1 : 0] sin);   
    generate
        if (CORDIC_TYPE == "PARALLEL") begin  
            cordicCosSinParallel
               #(.N        (N        ),
                 .PHI_WIDTH(PHI_WIDTH))
            cordicCosSinParallelInst
                (.clk  (clk  ),
                 .reset(reset),
                 .st   (st   ),
                 .phi  (phi  ),
                 .rdy  (rdy  ),
                 .cos  (cos  ),
                 .sin  (sin  ));
        end else if (CORDIC_TYPE == "SERIAL") begin  
            cordicCosSinSerial
                #(.N        (N        ),
                  .PHI_WIDTH(PHI_WIDTH))
            cordicCosSinSerialInst
                (.clk  (clk  ),
                 .reset(reset),
                 .st   (st   ),
                 .phi  (phi  ),
                 .rdy  (rdy  ),
                 .cos  (cos  ),
                 .sin  (sin  ));
        end else begin
            initial begin
                $error("Not correct parameter CORDIC_TYPE.");
            end
        end
    endgenerate
endmodule
module cordicCosSinSerial
   #(parameter int N,          
                   PHI_WIDTH)  
    (input  logic                            clk,
     input  logic                            reset,    
     input  logic                            st,       
     input  logic        [PHI_WIDTH - 1 : 0] phi,      
     output logic                            rdy,      
     output logic signed [PHI_WIDTH - 1 : 0] cos,
     output logic signed [PHI_WIDTH - 1 : 0] sin);
    localparam N_WIDTH = $clog2(N);   
    logic signed [PHI_WIDTH - 1 : 0] x, y, z;    
    logic        [N_WIDTH   - 1 : 0] ni;       
    logic                            qrt;      
    logic signed [PHI_WIDTH - 1 : 0] phiCnv;
    logic signed [PHI_WIDTH - 1 : 0] xShift, yShift;
    logic        [PHI_WIDTH - 3 : 0] atan;
    logic signed [PHI_WIDTH - 1 : 0] xCnv, yCnv;      
    enum int unsigned {ST0, ST1, ST2, ST3} state;
localparam logic [63 : 0] atanLUTlong [64] = '{
      64'd2305843009213693952,
      64'd1361218612134873344,
      64'd719230530580881024,
      64'd365092647525521984,
      64'd183254791493294816,
      64'd91716730292036224,
      64'd45869556482713136,
      64'd22936177926750896,
      64'd11468263948075832,
      64'd5734153847876408,
      64'd2867079658191484,
      64'd1433540170878135,
      64'd716770128161890,
      64'd358385069421298,
      64'd179192535378193,
      64'd89596267772540,
      64'd44798133896700,
      64'd22399066949654,
      64'd11199533474990,
      64'd5599766737515,
      64'd2799883368760,
      64'd1399941684380,
      64'd699970842190,
      64'd349985421095,
      64'd174992710548,
      64'd87496355274,
      64'd43748177637,
      64'd21874088818,
      64'd10937044409,
      64'd5468522205,
      64'd2734261102,
      64'd1367130551,
      64'd683565276,
      64'd341782638,
      64'd170891319,
      64'd85445659,
      64'd42722830,
      64'd21361415,
      64'd10680707,
      64'd5340354,
      64'd2670177,
      64'd1335088,
      64'd667544,
      64'd333772,
      64'd166886,
      64'd83443,
      64'd41722,
      64'd20861,
      64'd10430,
      64'd5215,
      64'd2608,
      64'd1304,
      64'd652,
      64'd326,
      64'd163,
      64'd81,
      64'd41,
      64'd20,
      64'd10,
      64'd5,
      64'd3,
      64'd1,
      64'd1,
      64'd0};
localparam logic [63 : 0] coefdLUTlong [26] = '{
      64'd3260954456333195264,
      64'd2916686334356757504,
      64'd2829601372552588288,
      64'd2807750841902562304,
      64'd2802282967498353152,
      64'd2800915666627739136,
      64'd2800573820569637376,
      64'd2800488357751430656,
      64'd2800466991965381120,
      64'd2800461650513774592,
      64'd2800460315150554624,
      64'd2800459981309729792,
      64'd2800459897849522176,
      64'd2800459876984470016,
      64'd2800459871768206848,
      64'd2800459870464141312,
      64'd2800459870138124800,
      64'd2800459870056620544,
      64'd2800459870036244480,
      64'd2800459870031150592,
      64'd2800459870029877248,
      64'd2800459870029558784,
      64'd2800459870029479424,
      64'd2800459870029459456,
      64'd2800459870029454336,
      64'd2800459870029453312};
    localparam int PKG_WIDTH = PHI_WIDTH;
typedef logic [PKG_WIDTH - 3 : 0] atanType [N];
localparam atanType atanLUTshort = atanInit();
function atanType atanInit();
    for (int i = 0; i < N; i ++)
        atanInit[i] = atanLUTlong[i][61 -: PKG_WIDTH - 2];
endfunction
localparam int COEFD_LUT_LONG_SIZE = $size(coefdLUTlong, 1);
localparam logic [PKG_WIDTH - 3 : 0] coefd =
    (N - 1 > COEFD_LUT_LONG_SIZE - 1) ? coefdLUTlong[COEFD_LUT_LONG_SIZE - 1][61 -: PKG_WIDTH - 2]:
                                        coefdLUTlong[N - 1][61 -: PKG_WIDTH - 2];
function logic [PKG_WIDTH - 1 : 0] signalSaturate(input logic [PKG_WIDTH - 1 : 0] x);
    if (x[PKG_WIDTH - 1 : PKG_WIDTH - 2] == 2'b01) begin
        signalSaturate = {2'b01, {(PKG_WIDTH - 2){1'b0}}};
    end else if (x[PKG_WIDTH - 1 : PKG_WIDTH - 2] == 2'b10) begin
        signalSaturate = {2'b11, {(PKG_WIDTH - 2){1'b0}}};
    end else begin
        signalSaturate = x;
    end
endfunction
    always_ff @(posedge clk, posedge reset)      
    if (reset) begin
        rdy   <= 1'b0;    
        cos   <= '0;
        sin   <= '0;
        x     <= '0;
        y     <= '0;
        z     <= '0;
        ni    <= '0;
        qrt   <= 1'b0;
        state <= ST0;
    end else begin
        if (st) begin  
            rdy   <= 1'b0;
            if (phi[PHI_WIDTH - 1] == phi[PHI_WIDTH - 2]) begin  
                qrt <= 1'b0;                             
            end else begin  
                qrt <= 1'b1;            
            end
            ni    <= '0;
            z     <= phiCnv;
            state <= ST1;
        end else begin
            case (state)
                ST0: begin
                    rdy <= 1'b1;
                end
                ST1: begin  
                    if (z >= 0) begin
                        x <= coefd;
                        y <= coefd;
                        z <= z - atan;
                    end else begin
                        x <= coefd;
                        y <= -coefd;
                        z <= z + atan;
                    end
                    ni    <= ni + 1'd1;
                    state <= ST2;
                end
                ST2: begin
                    if (z >= 0) begin
                        x <= x - yShift;
                        y <= y + xShift;
                        z <= z - atan;                        
                    end else begin
                        x <= x + yShift;
                        y <= y - xShift;
                        z <= z + atan;
                    end                       
                    if (ni < N - 1) begin
                        ni    <= ni + 1'd1;
                        state <= ST2;
                    end else begin  
                        state <= ST3;
                    end
                end
                ST3: begin
                    rdy   <= 1'b1;
                    cos   <= xCnv;
                    sin   <= yCnv;
                    state <= ST0;
                end
            endcase
        end
    end
    always_comb begin
        if (phi[PHI_WIDTH - 1] == phi[PHI_WIDTH - 2]) begin  
            phiCnv = phi; 
        end else begin 
            phiCnv = phi - 1'd1;
            phiCnv = {phiCnv[PHI_WIDTH - 1], ~phiCnv[PHI_WIDTH - 2 : 0]};  
        end
    end
    assign xShift = x >>> ni;
    assign yShift = y >>> ni;
    assign atan = atanLUTshort[ni];
    assign xCnv = (qrt) ? - signalSaturate(x) : signalSaturate(x);
    assign yCnv = signalSaturate(y);
endmodule
```
==> results.sh <==
# source this file to load flow results
export IMPL_ys_ff=100
export IMPL_min_period_ns=5.610
export IMPL_cts_root_buf="clkbuf_16"
export IMPL_status="complete, no violations"
export IMPL_hp_class="flop to flop"
export IMPL_fin_crit_sh=0.6304
export IMPL_crit_top_cell="nand2_1"
export IMPL_critPathKind="flop to flop"
export IMPL_antenna_found_initial=0
export IMPL_edf_count=0
export IMPL_tritoncts="done"
export IMPL_ir_worst_vdd_mv=0.1827
export IMPL_grt_pass1_wl_mm=43.30
export IMPL_diodes=0
export IMPL_yosysSeqAreaShare=0.2533
export IMPL_ys_warnings_count=0
export IMPL_cp_slowest_cell="mux4_1"
export IMPL_hold_buffers=0
export IMPL_worstMarginPinSlew_ns=0.8472
export IMPL_synthTopCellsByArea="dfrtp_1 25%, ha_1 8.0%, xnor2_1 6.6%"
export IMPL_placementRows=57
export IMPL_dp_cells=1546
export IMPL_yosys_area_mm2=0.009886
export IMPL_path_max_fanout=57
export IMPL_insertion_delay_ns=0.36
export IMPL_wire_per_inst_um=16.84
export IMPL_die_size_y_um=159.2
export IMPL_warnings=31
export IMPL_ff_type="dfrtp_1"
export IMPL_synth_area_mm2=0.009886
export IMPL_slew_headroom=0.4352
export IMPL_synth_area_leader_cell="dfrtp_1"
export IMPL_cts_resized_gates=0
export IMPL_skew_ns=0.006081
export IMPL_setup_worst_path_end_class="flop"
export IMPL_tns_ns=0
export IMPL_cts_sinks=100
export IMPL_avgViaCountPerCell=5.602
export IMPL_path_cells="buf_4 > mux4_1 > nand2_1 > nand2_1 > a221oi_1 > ha_1 > nand2_1 > or3_1 > or2_1 > o21ai_0 > a32oi_1 > ha_1 > nand2_1 > o21ai_0 > a41oi_1 > a311oi_1 > nand4_1 > nand4b_1 > xnor2_1 > or3_1 > o21ai_0"
export IMPL_slew_violations=0
export IMPL_core_mm2=0.02425
export IMPL_die_w_um=159.2
export IMPL_grt_ovfl_total=0
export IMPL_area_growth_syn_to_layout_pct=10.94
export IMPL_cts_clk_slew_worst_paths_ns=0.08
export IMPL_grt_pass1_vias=8150
export IMPL_maxCapViolations=0
export IMPL_io_pins=58
export IMPL_cts_max_level=3
export IMPL_synth_adder_area_share=0.08581
export IMPL_xor_area_frac=0.1028
export IMPL_max_freq_ghz=0.1782
export IMPL_top_logic_kind="AND-OR/OR-AND gates"
export IMPL_syn_avg_cell_area_um2=8.103
export IMPL_pre_cts_ws_ns=3.344
export IMPL_max_stage_delay_ns=0.66
export IMPL_yosys_stat_cells=1220
export IMPL_instances_no_fill=1562
export IMPL_cts_setup_buffers=0
export IMPL_p_per_area_mw_per_mm2=404.3
export IMPL_ys_sh_aoi=0.2271
export IMPL_hold_viol_final=0
export IMPL_fin_ws_ns=3.290
export IMPL_dp_hpwl_mm=19.06
export IMPL_io_buffers=57
export IMPL_grt_start_max_net_pins=58
export IMPL_p_leak_nw=4.637
export IMPL_synthArstFlopShare=1.000
export IMPL_synth_top_area_share=0.2506
export IMPL_drt_iter0_drc=660
export IMPL_cts_max_path_buffers=2
export IMPL_crit_arrival_ns=5.89
export IMPL_synth_cell_types=74
export IMPL_synthMuxAreaShare=0.1132
export IMPL_drive_gt1_frac=0.07674
export IMPL_chipArea_mm2=0.02535
export IMPL_rsz0062_at_grt="no"
export IMPL_routed_wl_mm=26.30
export IMPL_antenna_left=0
export IMPL_drc=0
export IMPL_gp_congestion=0.9311
export IMPL_vias=8750
export IMPL_cp_required_ns=9.18
export IMPL_setup_viol=0
export IMPL_start_kind="flop"
export IMPL_firstDrtPassIters=5
export IMPL_cts_buffers_inserted=9
export IMPL_synth_cells=1220
export IMPL_grt_use_total=0.2149
export IMPL_yosys_area_share_simple=0.1662
export IMPL_floorplanUtilization=0.4077
[Yosys cell counts, types with 4 or more instances]
| cell type | n |
|---|---|
| nor3_1 | 28 |
| clkbuf_1 | 50 |
| a21oi_1 | 107 |
| xnor2_1 | 74 |
| inv_1 | 41 |
| buf_2 | 8 |
| nand4_1 | 8 |
| a22o_1 | 19 |
| mux4_1 | 4 |
| nor4_1 | 7 |
| xor2_1 | 42 |
| buf_1 | 14 |
| a32oi_1 | 5 |
| ha_1 | 63 |
| a31oi_1 | 15 |
| nand2b_1 | 13 |
| a221oi_1 | 4 |
| nand2_1 | 162 |
| a21o_1 | 16 |
| mux4_2 | 11 |
| mux2i_1 | 39 |
| o21a_1 | 14 |
| mux2_2 | 32 |
| a21boi_0 | 4 |
| a22oi_1 | 7 |
| nand3_1 | 14 |
| o21bai_1 | 6 |
| o21ai_0 | 109 |
| nor2_1 | 99 |
| a211oi_1 | 12 |
| o31ai_1 | 12 |
| o22ai_1 | 5 |
| or3_1 | 9 |
| nor2b_1 | 6 |
| dfrtp_1 | 99 |
| and3_1 | 5 |
[where the power goes]
| group | switching, mW | total, mW | internal (mW) |
|---|---|---|---|
| clock | 0.202 | 0.404 | 0.203 |
| combinational | 1.77 | 3.24 | 1.47 |
| sequential | 0.228 | 0.789 | 0.561 |
| total | 2.20 | 4.43 | 2.23 |
[kinds of logic after synthesis]
logic type	count (synthesis)
multiplexers	87
adder cells (fa/ha/maj)	66
AND-OR/OR-AND	363
flip-flops	100
XOR/XNOR	116
AND/OR/NAND/NOR	369
buffers and inverters	119
[cells in the final DEF (no fill, tap or decap), types with 5 or more instances in the layout]
cell / count
a211oi_1: 12
a21o_1: 16
a21oi_1: 107
a22o_1: 19
a22oi_1: 7
a31oi_1: 15
a32oi_1: 5
and3_1: 5
buf_4: 22
clkbuf_16: 9
clkdlybuf4s50_1: 56
dfrtp_1: 98
ha_1: 63
inv_1: 40
mux2_2: 32
mux2i_1: 39
mux4_2: 11
nand2_1: 162
nand2b_1: 12
nand3_1: 14
nand4_1: 8
nor2_1: 99
nor2b_1: 6
nor3_1: 28
nor4_1: 7
o21a_1: 14
o21ai_0: 109
o21bai_1: 6
o22ai_1: 5
o31ai_1: 12
or3_1: 9
xnor2_1: 74
xor2_1: 42
[per-stage QoR]
step                        util  total power [mW]  hold WS [ns]  instance area, µm²
after global routing      0.4523             4.888        0.5154               10970
after floorplan                -             3.385        0.4257                9886
after CTS                 0.4523             4.433        0.4871               10970
after global placement    0.4402             3.993        0.4612               10670
final                     0.4523             4.433        0.4785               10970
after detailed placement  0.4402             3.993        0.4704               10670
[area by class of cell]
| cell class | count | area (µm²) |
|---|---|---|
| clock buffers | 10 | 239.0 |
| clock inverters | 6 | 53.80 |
| fillers | 2370 | 13280 |
| inverters | 42 | 160.2 |
| multi-input cells | 1001 | 6873 |
| flip-flops and latches | 100 | 2505 |
| well taps | 324 | 405.4 |
| repair buffers | 79 | 730.7 |
[sequential cells by signal, summed over array words and instances, names as in the netlist]
register	cells
genblk1.cordicCosSinSerialInst.cos	18
genblk1.cordicCosSinSerialInst.sin	18
genblk1.cordicCosSinSerialInst.x	18
genblk1.cordicCosSinSerialInst.y	18
genblk1.cordicCosSinSerialInst.z	18
genblk1.cordicCosSinSerialInst.ni	4
genblk1.cordicCosSinSerialInst.state	4
genblk1.cordicCosSinSerialInst.qrt	1
genblk1.cordicCosSinSerialInst.rdy	1
[metal layers]
metal  part of all wire  wire (µm)  track usage  vias to the layer above
met1               0.49      12890       0.3307                     4132
met2               0.46      11980       0.3389                      179
met3              0.041       1088      0.02924                       26
met5                  0          0            0                        -
li1                   -          -            -                     4413
met4              0.013        340      0.02491                        0
[path summary, 6_finish.rpt]
path / start / endpoint / slack, ns / depth (start not counted)
max: genblk1.cordicCosSinSerialInst.ni[1]$_DFFE_PP0P_ / genblk1.cordicCosSinSerialInst.x[17]$_DFFE_PP0P_ / 3.29 / 21
max reg2reg: genblk1.cordicCosSinSerialInst.ni[1]$_DFFE_PP0P_ / genblk1.cordicCosSinSerialInst.x[17]$_DFFE_PP0P_ / 3.29 / 21
max in group asynchronous: reset / genblk1.cordicCosSinSerialInst.ni[1]$_DFFE_PP0P_ / 5.88 / 3
min reg2reg: genblk1.cordicCosSinSerialInst.cos[12]$_DFFE_PP0P_ / genblk1.cordicCosSinSerialInst.cos[12]$_DFFE_PP0P_ / 0.48 / 2
min: genblk1.cordicCosSinSerialInst.cos[12]$_DFFE_PP0P_ / genblk1.cordicCosSinSerialInst.cos[12]$_DFFE_PP0P_ / 0.48 / 2
min in group asynchronous: reset / genblk1.cordicCosSinSerialInst.cos[14]$_DFFE_PP0P_ / 1.84 / 2
[critical path: cells and delay by family, from the launching register on]
| kind | cells | cell delay (ns) |
|---|---|---|
| and+or+nand+nor | 9 | 1.61 |
| AOI/OAI and AO/OA | 7 | 1.60 |
| adders and majority gates | 2 | 0.68 |
| muxes | 1 | 0.66 |
| buffers and inverters | 1 | 0.56 |
| DFF | 1 | 0.34 |
| xor gates and xnor gates | 1 | 0.09 |
Power is estimated from default activity; no workload was simulated.
